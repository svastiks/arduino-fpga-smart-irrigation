### flow/config.mk
export PLATFORM = sky130hd
export DESIGN_NAME = pico_reader_display
export DESIGN_NICKNAME = pico_reader_display
export VERILOG_FILES = /design/flow/design.v
export SDC_FILE = /design/flow/constraint.sdc
export NUM_CORES = 4
export LEC_CHECK = 1
export CORE_UTILIZATION = 40
### flow/constraint.sdc
current_design pico_reader_display

set clk_period 4.8
set clk_io_pct 0.2

create_clock -name clk0 -period $clk_period [get_ports {MAX10_CLK1_50}]

set non_clock_inputs [all_inputs -no_clocks]
set_input_delay [expr $clk_period * $clk_io_pct] -clock clk0 $non_clock_inputs
set_output_delay [expr $clk_period * $clk_io_pct] -clock clk0 [all_outputs]
### flow/design.v
module pico_reader_display (
    input  wire        MAX10_CLK1_50,
    input  wire  [0:0] KEY,
    input  wire [16:0] ARDUINO_IO,
    output wire        VGA_HS,
    output wire        VGA_VS,
    output wire [3:0]  VGA_R,
    output wire [3:0]  VGA_G,
    output wire [3:0]  VGA_B
);
    wire reset_n = KEY[0];
    reg [16:0] sync1, sync2;
    always @(posedge MAX10_CLK1_50 or negedge reset_n) begin
        if (!reset_n) begin sync1<=0; sync2<=0; end
        else begin sync1<=ARDUINO_IO; sync2<=sync1; end
    end
    wire [5:0] humidity = {
        sync2[10],sync2[8],sync2[6],
        sync2[4], sync2[2],sync2[0]
    };
    wire [2:0] moisture = {sync2[14],sync2[13],sync2[12]};
    reg [3:0] tens, ones, m_digit;
    always @(*) begin
        tens   = humidity/10;
        ones   = humidity%10;
        m_digit= {1'b0, moisture};
    end
    reg pix_clk;
    always @(posedge MAX10_CLK1_50 or negedge reset_n)
        if (!reset_n) pix_clk<=0; else pix_clk<=~pix_clk;
    wire [9:0] px, py;
    wire       active;
    vga_640x480 vga_inst (
        .clk25   (pix_clk),
        .reset_n (reset_n),
        .hs      (VGA_HS),
        .vs      (VGA_VS),
        .active  (active),
        .x       (px),
        .y       (py)
    );
    wire [6:0] segT, segO, segM, segP;
    seven_seg_decoder decT(.digit(tens),   .segments(segT));
    seven_seg_decoder decO(.digit(ones),   .segments(segO));
    seven_seg_decoder decM(.digit(m_digit),.segments(segM));
    localparam PERCENT_CODE = 4'd15;
    seven_seg_decoder decP(.digit(PERCENT_CODE), .segments(segP));
    wire [6:0] onT = ~segT, onO = ~segO, onM = ~segM, onP = ~segP;
    localparam X0=100, Y0=100, DX=80, TH=4, L=20;
    localparam XP = X0 + 2*DX;  
    localparam YM = Y0 + 3*TH + 2*L + 40;  
    reg pix_on;
    always @(*) begin
        pix_on = 0;
        if (active) begin
            if (onT[0]&&px>=X0+TH    &&px<X0+TH+L &&py>=Y0    &&py<Y0+TH)        pix_on=1;  
            if (onT[1]&&px>=X0+TH+L  &&px<X0+TH+L+TH&&py>=Y0+TH&&py<Y0+TH+L)    pix_on=1;  
            if (onT[2]&&px>=X0+TH+L  &&px<X0+TH+L+TH&&py>=Y0+2*TH+L&&py<Y0+2*TH+2*L) pix_on=1;  
            if (onT[3]&&px>=X0+TH    &&px<X0+TH+L &&py>=Y0+2*TH+2*L&&py<Y0+3*TH+2*L)    pix_on=1;  
            if (onT[4]&&px>=X0       &&px<X0+TH    &&py>=Y0+2*TH+L&&py<Y0+2*TH+2*L)    pix_on=1;  
            if (onT[5]&&px>=X0       &&px<X0+TH    &&py>=Y0+TH    &&py<Y0+TH+L)         pix_on=1;  
            if (onT[6]&&px>=X0+TH    &&px<X0+TH+L &&py>=Y0+TH+L&&py<Y0+2*TH+L)        pix_on=1;  
            if (onO[0]&&px>=X0+DX+TH    &&px<X0+DX+TH+L &&py>=Y0    &&py<Y0+TH)        pix_on=1;  
            if (onO[1]&&px>=X0+DX+TH+L  &&px<X0+DX+TH+L+TH&&py>=Y0+TH&&py<Y0+TH+L)    pix_on=1;  
            if (onO[2]&&px>=X0+DX+TH+L  &&px<X0+DX+TH+L+TH&&py>=Y0+2*TH+L&&py<Y0+2*TH+2*L) pix_on=1;  
            if (onO[3]&&px>=X0+DX+TH    &&px<X0+DX+TH+L &&py>=Y0+2*TH+2*L&&py<Y0+3*TH+2*L)    pix_on=1;  
            if (onO[4]&&px>=X0+DX       &&px<X0+DX+TH    &&py>=Y0+2*TH+L&&py<Y0+2*TH+2*L)    pix_on=1;  
            if (onO[5]&&px>=X0+DX       &&px<X0+DX+TH    &&py>=Y0+TH    &&py<Y0+TH+L)         pix_on=1;  
            if (onO[6]&&px>=X0+DX+TH    &&px<X0+DX+TH+L &&py>=Y0+TH+L&&py<Y0+2*TH+L)        pix_on=1;  
            if (onP[0]&&px>=XP+TH    &&px<XP+TH+L &&py>=Y0    &&py<Y0+TH)        pix_on=1;  
            if (onP[1]&&px>=XP+TH+L  &&px<XP+TH+L+TH&&py>=Y0+TH&&py<Y0+TH+L)    pix_on=1;  
            if (onP[2]&&px>=XP+TH+L  &&px<XP+TH+L+TH&&py>=Y0+2*TH+L&&py<Y0+2*TH+2*L) pix_on=1;  
            if (onP[3]&&px>=XP+TH    &&px<XP+TH+L &&py>=Y0+2*TH+2*L&&py<Y0+3*TH+2*L)    pix_on=1;  
            if (onP[4]&&px>=XP       &&px<XP+TH    &&py>=Y0+2*TH+L&&py<Y0+2*TH+2*L)    pix_on=1;  
            if (onP[5]&&px>=XP       &&px<XP+TH    &&py>=Y0+TH    &&py<Y0+TH+L)         pix_on=1;  
            if (onP[6]&&px>=XP+TH    &&px<XP+TH+L &&py>=Y0+TH+L&&py<Y0+2*TH+L)        pix_on=1;  
            if (onM[0]&&px>=X0+TH    &&px<X0+TH+L &&py>=YM    &&py<YM+TH)        pix_on=1;  
            if (onM[1]&&px>=X0+TH+L  &&px<X0+TH+L+TH&&py>=YM+TH&&py<YM+TH+L)    pix_on=1;  
            if (onM[2]&&px>=X0+TH+L  &&px<X0+TH+L+TH&&py>=YM+2*TH+L&&py<YM+2*TH+2*L) pix_on=1;  
            if (onM[3]&&px>=X0+TH    &&px<X0+TH+L &&py>=YM+2*TH+2*L&&py<YM+3*TH+2*L)    pix_on=1;  
            if (onM[4]&&px>=X0       &&px<X0+TH    &&py>=YM+2*TH+L&&py<YM+2*TH+2*L)    pix_on=1;  
            if (onM[5]&&px>=X0       &&px<X0+TH    &&py>=YM+TH    &&py<YM+TH+L)         pix_on=1;  
            if (onM[6]&&px>=X0+TH    &&px<X0+TH+L &&py>=YM+TH+L&&py<YM+2*TH+L)        pix_on=1;  
        end
    end
    wire [3:0] color = pix_on ? 4'hF : 4'h0;  
    assign VGA_R = color;
    assign VGA_G = color;
    assign VGA_B = color;
endmodule
module vga_640x480 (
    input  wire      clk25,
    input  wire      reset_n,
    output reg       hs,
    output reg       vs,
    output      [9:0] x,
    output      [9:0] y,
    output      active
);
    localparam H_VISIBLE=640, H_F=16, H_S=96, H_B=48, H_T=800;
    localparam V_VISIBLE=480, V_F=10, V_S=2,  V_B=33, V_T=525;
    reg [9:0] hcnt, vcnt;
    always @(posedge clk25 or negedge reset_n) begin
        if (!reset_n) begin hcnt<=0; vcnt<=0; end
        else begin
            if (hcnt==H_T-1) begin
                hcnt<=0;
                if (vcnt==V_T-1) vcnt<=0; else vcnt<=vcnt+1;
            end else hcnt<=hcnt+1;
        end
    end
    always @(*) begin
        hs = ~((hcnt>=H_VISIBLE+H_F)&&(hcnt<H_VISIBLE+H_F+H_S));
        vs = ~((vcnt>=V_VISIBLE+V_F)&&(vcnt<V_VISIBLE+V_F+V_S));
    end
    assign x = (hcnt<H_VISIBLE)?hcnt:10'd0;
    assign y = (vcnt<V_VISIBLE)?vcnt:10'd0;
    assign active = (hcnt<H_VISIBLE)&&(vcnt<V_VISIBLE);
endmodule
module seven_seg_decoder (
    input  wire [3:0] digit,
    output reg  [6:0] segments  
);
    localparam ZERO=7'b1000000, ONE=7'b1111001, TWO=7'b0100100,
               THREE=7'b0110000, FOUR=7'b0011001, FIVE=7'b0010010,
               SIX=7'b0000010, SEVEN=7'b1111000, EIGHT=7'b0000000,
               NINE=7'b0010000, H_=7'b0001001, M_=7'b1010101,
               E_=7'b0000110, DASH=7'b0111111, P_=7'b0001100,  
               BLANK=7'b1111111;
    always @(*) begin
        case(digit)
            4'd0:  segments=ZERO;
            4'd1:  segments=ONE;
            4'd2:  segments=TWO;
            4'd3:  segments=THREE;
            4'd4:  segments=FOUR;
            4'd5:  segments=FIVE;
            4'd6:  segments=SIX;
            4'd7:  segments=SEVEN;
            4'd8:  segments=EIGHT;
            4'd9:  segments=NINE;
            4'd10: segments=H_;     
            4'd11: segments=M_;     
            4'd12: segments=E_;     
            4'd13: segments=DASH;  
            4'd14: segments=DASH;  
            4'd15: segments=P_;     
            default:segments=BLANK;
        endcase
    end
endmodule
### flow/run.sh
#!/bin/bash
# OpenROAD 26Q1-2900-gdf79404cd8, Yosys 0.63+post, stock flow scripts
make -C /OpenROAD-flow-scripts/flow DESIGN_CONFIG=/design/flow/config.mk WORK_HOME=/design/flow/orfs finish
==> results.json <==
{
  "grt_max_degree": 40,
  "r2r_slack_ns": 3.90,
  "die_x_um": 91.1,
  "ys_ff": 39,
  "hold_class": "flop to flop",
  "yosys_warnings": 3,
  "max_freq_ghz": 0.192,
  "die_h_um": 91.1,
  "drv_cap": 0,
  "fillers": 720,
  "routed_wirelength_um": 6590,
  "topCellsByArea": "dfrtp_1, ha_1, nand2_1",
  "min_to": "sync2[12]",
  "cts_buffer_depth": 2,
  "peakVddDrop_v": 0.000173,
  "cts.htree.levels": 1,
  "worst_pin_slew_ns": 0.613,
  "finalHoldViolations": 0,
  "cp_max_fo": 5,
  "max-slew-margin-rel_pct": 58.6,
  "overflow": 0,
  "maxSlewViolCount": 0,
  "register_area_um2": 976,
  "yosys_cells": 369,
  "rr_worst_depth": 1,
  "avgViaCountPerCell": 5.45,
  "port_buffers": 24,
  "drt_pass1_iterations": 4,
  "cts_tree": "built",
  "areaGrowthSynthToFinish_pct": 14.5,
  "failed_checks": "setup timing",
  "skew_ns": 0.000970,
  "syn_area_um2": 3180,
  "cts_hold_buf": 0,
  "synth_top_cell_by_area": "dfrtp_1",
  "grt_pass1_wl_um": 11400,
  "edf_count": 0,
  "synthArstFlopShare_pct": 100,
  "path_clk_slew_ns": 0.06,
  "routedWlPerCell_um": 13.2,
  "path_class": "flop to primary output",
  "std_cell_rows": 32,
  "status": "finished, violations left",
  "layout-drive-gt1-share_pct": 20.4,
  "untimed_endpoints": 22,
  "power_density_nw_per_um2": 127,
  "fin_crit_ns": 5.21,
  "place.gp.congestion": 0.877,
  "leakagePower_nw": 1.50,
  "cts-root-buf": "clkbuf_8",
  "finalCoreUtilization_pct": 47.3,
  "synthCells": 369,
  "clk_latency_ns": 0.25,
  "antenna_left": 0,
  "worstReg2RegEnd": "pix_clk",
  "fin_ws_ns": -0.408,
  "required_ns": 3.84,
  "fp_util_pct": 41.3,
  "rsz0062_at_grt": "yes",
  "io_pins": 33,
  "warning_count": 52,
  "yosys-stat-area_um2": 3180,
  "setup_viol": 12,
  "yosysTopAreaCellShare_pct": 30.7,
  "core_area_um2": 7690,
  "start_kind": "flop",
  "vias": 2721,
  "grt_pass1_vias": 2388,
  "synth_seq_share_pct": 30.7,
  "worstHoldStart": "sync1[12]",
  "antenna_found_initial": 0,
  "ys_types": 73,
  "fin_crit_sh_pct": 108,
  "synth-main-ff-cell": "dfrtp_1",
  "dp_hpwl_um": 4900,
  "initialDrtViolationCount": 115,
  "preCtsSetupSlack_ns": -0.426,
  "cp.arrival_ns": 4.25,
  "track_usage_pct": 16.7,
  "end_kind": "primary output",
  "numCtsBuffers": 3,
  "comb_area_um2": 1990,
  "antennaDiodeCount": 0,
  "chipArea_um2": 8300,
  "unclocked_regs": 20,
  "r2r_start": "pix_clk",
  "avgSynthCellArea_um2": 8.61,
  "holdWs_ns": 0.348,
  "hold-path-cell-count": 0,
  "drc": 0
}
-- area by class of cell --
| type | count | share of cell area [%] |
|---|---|---|
| inverter | 20 | 2.07 |
| multi-input combinational | 278 | 54.7 |
| clock buffer | 4 | 1.24 |
| sequential | 39 | 26.9 |
| timing repair buffer | 56 | 11.6 |
| tap | 102 | 3.51 |
-- per-layer routing --
metal	global-route usage (%)	share of wire (%)
met1	28.2	51
met2	25.1	45
met3	1.87	4.3
met4	0.265	0
met5	0	0
-- cells in the mapped netlist, types with 3 or more instances --
master     count
nand3_1       17
nand4_1        7
and3b_1        3
nor3_2         3
xor2_1         7
buf_4         14
or3_1          4
nand2b_1       8
a211oi_1       3
clkbuf_1       8
o2111ai_1      3
a31oi_1        4
dfrtp_1       39
buf_6          7
nor2b_1       10
xnor2_1        8
nor3_1        15
inv_1         18
ha_1          22
o211ai_1       5
nor2_1        26
nand2_1       31
o22ai_1        4
buf_2          4
a21oi_1       17
nor4_1         3
o21ai_0       20
or4b_1         4
-- timing repair --
item / in CTS / in global routing
gates cloned: 1 / 0
gates resized: 50 / 2
setup endpoints to repair: 12 / 12
pin swaps: 15 / 5
setup buffers: 3 / 0
-- kinds of logic after synthesis --
family,count (synthesis),synth area share [%]
AND/OR/NAND/NOR,146,24.9
buffers and inverters,53,9.73
adder cells (fa/ha/maj),23,8.98
AND-OR/OR-AND,91,20.9
XOR/XNOR,15,4.14
flip-flops,39,30.7
multiplexers,2,0.670
-- worst max path at each step --
stage | start | cells after the start | slack, ns | end
after CTS | sync2[8] | 17 | -0.41 | VGA_B[2]
after global routing | sync2[8] | 19 | -0.54 | VGA_G[1]
final | sync2[8] | 19 | -0.41 | VGA_B[1]
-- flip-flops by register name, indices dropped and copies added, names as in the netlist --
name	count
vga_inst.hcnt	10
vga_inst.vcnt	10
sync1	9
sync2	9
pix_clk	1
-- stage by stage --
| stage | instance area, um2 | instances | setup TNS (ns) | power (W) |
|---|---|---|---|---|
| floorplan | 3240 | 369 | -0.202 | 0.000290 |
| global placement | 3540 | 491 | -4.23 | 0.000349 |
| detailed placement | 3540 | 491 | -5.02 | 0.000349 |
| CTS | 3620 | 499 | -4.19 | 0.000464 |
| global route | 3630 | 499 | -5.88 | 0.000492 |
| finish | 3630 | 499 | -4.31 | 0.000460 |
-- critical path: stages, from the launching register on --
cell and delay (ns):
dfrtp_1 0.38, or2_4 0.26, ha_4 0.27, nor2b_4 0.04
maj3_2 0.28, a211o_1 0.29, a31oi_1 0.16, nand2_1 0.12
inv_2 0.10, buf_4 0.12, ha_1 0.12, and2_1 0.13
o21ai_0 0.07, a2bb2oi_1 0.19, o221ai_1 0.17, a221oi_2 0.25
nand4_1 0.22, or4b_4 0.58, buf_6 0.14, buf_2 0.10
-- cells in the final DEF, fill, tap and decap left out, types with 3 or more instances in the layout --
master / instances
inv_2: 4
a211oi_1: 3
nand4_1: 7
nand2_1: 31
nand2b_1: 8
o21ai_0: 20
inv_1: 16
nor3_1: 15
clkdlybuf4s50_1: 11
dfrtp_1: 39
a31oi_1: 4
a21oi_1: 16
o22ai_1: 3
nor4_1: 3
nand3_1: 17
and3b_1: 3
o2111ai_1: 3
nor3_2: 3
nor2_1: 26
xnor2_1: 8
o211ai_1: 5
buf_2: 13
xor2_1: 7
or4b_1: 3
or3_1: 4
buf_4: 30
o21ai_2: 3
ha_1: 20
nor2b_1: 9
clkbuf_8: 3
-- power breakdown --
part           switching (W)  internal [W]
combinational      0.0000979     0.0000840
clock              0.0000467     0.0000588
sequential        0.00000536      0.000168
total               0.000150      0.000310
Power and IR drop assume default switching activity.
